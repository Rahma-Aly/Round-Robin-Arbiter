==> design/flow/design.v <==
interface Arbiter_Interface #(parameter INPUT_WIDTH = 4);
    logic                    clk;
    logic                    rst_n;
    logic [INPUT_WIDTH-1:0]  Req;
    logic [INPUT_WIDTH-1:0]  Grant;
endinterface
module PriorityLogic ( 
    input wire       clk,
    input wire       rst_n,
    input wire       En,
	input wire [3:0] In,
	output reg [3:0] Out
);
   always @(posedge clk or negedge rst_n) begin
 	if (~rst_n) begin
            Out <= 'b0;
       end
       else if (En) begin
           if (In[0]) begin
               Out <= 'b1;
           end
           else if (In[1]) begin
               Out <= 'b10;
            end
           else if (In[2]) begin 
               Out <= 'b100;
           end  
           else if (In[3]) begin
               Out <= 'b1000;
             end
       end
       else begin
               Out <= 'b0;
        end   
   end
endmodule : PriorityLogic
module RingCounter #(parameter COUNT_WIDTH = 4)(
	input wire                   clk,
	input wire                   rst_n,
	output reg [COUNT_WIDTH-1:0] Count_out
);
	always @(posedge clk or negedge rst_n) begin
	    if (~rst_n) begin
	        Count_out <= {1'b1,{(COUNT_WIDTH-1){1'b0}}};
	    end
	    else begin
	          Count_out <= {Count_out[0],Count_out[(COUNT_WIDTH-1):1]};
	    end
	end
endmodule : RingCounter
module RoundRobin_Arbiter #(parameter INPUT_WIDTH = 4)(
	input wire                    clk,
	input wire                    rst_n,
	input wire [INPUT_WIDTH-1:0]  Req,
	output wire [INPUT_WIDTH-1:0] Grant
);
	wire [INPUT_WIDTH-1:0] Out0,Out1,Out2,Out3, Count_out;
	RingCounter #(
	    .COUNT_WIDTH(INPUT_WIDTH)
	) RingCounter_instance(
	    .clk(clk),
	    .rst_n(rst_n),
	    .Count_out(Count_out)  
	);
	PriorityLogic PriorityLogic_instance0(
	    .clk(clk),
        .rst_n(rst_n),
	    .En(Count_out[3]),
	    .In(Req),    
	    .Out(Out0)
	);
	PriorityLogic PriorityLogic_instance1(
	    .clk(clk),
        .rst_n(rst_n),
	    .En(Count_out[2]),
	    .In({Req[0],Req[3],Req[2],Req[1]}),
	    .Out(Out1)
	);
	PriorityLogic PriorityLogic_instance2(
	    .clk(clk),
        .rst_n(rst_n),
        .En(Count_out[1]),
        .In({Req[1],Req[0],Req[3],Req[2]}), 
        .Out(Out2)
    );
    PriorityLogic PriorityLogic_instance3(
        .clk(clk),
        .rst_n(rst_n),
        .En(Count_out[0]),
	    .In({Req[0],Req[3],Req[2],Req[1]}),
        .Out(Out3)
    );
    assign Grant[0] = Out0[0] | Out1[3] | Out2[2] | Out3[1];
    assign Grant[1] = Out0[1] | Out1[0] | Out2[3] | Out3[2];
    assign Grant[2] = Out0[2] | Out1[1] | Out2[0] | Out3[3];
    assign Grant[3] = Out0[3] | Out1[2] | Out2[1] | Out3[0];
endmodule : RoundRobin_Arbiter
==> design/flow/run.sh <==
#!/bin/bash
# OpenROAD 26Q1-2900-gdf79404cd8, Yosys 0.63+post, stock flow scripts
make -C /OpenROAD-flow-scripts/flow DESIGN_CONFIG=/design/flow/config.mk WORK_HOME=/design/flow/orfs finish
==> design/flow/config.mk <==
export PLATFORM = sky130hd
export DESIGN_NAME = RoundRobin_Arbiter
export DESIGN_NICKNAME = RoundRobin_Arbiter
export VERILOG_FILES = /design/flow/design.v
export SDC_FILE = /design/flow/constraint.sdc
export NUM_CORES = 4
export LEC_CHECK = 1
export CORE_AREA = 10 10 78 78
export DIE_AREA = 0 0 88 88
export SYNTH_HDL_FRONTEND = slang
==> design/flow/constraint.sdc <==
current_design RoundRobin_Arbiter

set clk_period 1.6
set clk_io_pct 0.2

create_clock -name clk0 -period $clk_period [get_ports {clk}]

set non_clock_inputs [all_inputs -no_clocks]
set_input_delay [expr $clk_period * $clk_io_pct] -clock clk0 $non_clock_inputs
set_output_delay [expr $clk_period * $clk_io_pct] -clock clk0 [all_outputs]
==> impl_metrics.toml <==
# implementation run metrics
[synthesis]
synth_flop_count = 20
topCellsByArea = "dfrtp_1 57%, o211a_1 4.8%, nor4b_1 4.2%, o21a_1 3.6%, or4_1 3.6%"
yosysTopAreaCell = "dfrtp_1"
yosysCellCount = 67
syn-cell-area_um2 = 833
synth_seq_share_pct = 60.2
edf_count = 0
ys_chip_area_um2 = 833
yosysUniqueCellTypes = 19
postSynthCellCount = 67
synth_top_area_share_pct = 57.1
synth-main-ff-cell = "dfrtp_1"
avgSynthCellArea_um2 = 12.4
synthArstFlopShare_pct = 100
top_cell = "dfrtp_1"
ys_warn_count = 0

[cts]
path_clk_slew_ns = 0.08
tritoncts = "yes"
clock-sinks = 20
root_buffer = "clkbuf_8"
clkLatencyLatePin_ns = 0.26
cts.path.max_buffers = 2
cts_setup_buffers = 0
h-tree-depth = 1
cts_buffers = 3

[setup_path]
crit_required_ns = 1.28
critPathCaptureType = "primary output"
arrival_ns = 1.27
start_kind = "flop"
critPathMaxFanout = 2
crit_type = "flop to primary output"

[timing]
finalCritPeriodShare_pct = 99.5
max-slew-margin-rel_pct = 80.6
timing.fmax_mhz = 628
rsz0062_at_grt = "yes"
finalHoldViolCount = 0
setup_viol = 0
hold_ws_ns = 0.391
post-route-min-period_ns = 1.59
final.setup_skew_ns = 0.00973
tns_ns = 0
final_max_slew_viol_count = 0
worst_pin_slew_ns = 0.288
finalWorstSetupSlack_ns = 0.00782

[layout]
fin_area_um2 = 1080
syn2layout_area_growth_pct = 30.2
drive_gt1_share_pct = 24.1
instances_no_fill = 139
post-route-util_pct = 24.6

[placement]
port_buffers = 9
dp_hpwl_mm = 1.38
dpl_cell_area_um2 = 1030
globalplace.congestion = 0.782
dp_cells = 135
pre_cts_ws_ns = -0.0279

[job]
warnings = 27
maxCapViolCount = 0

[power]
power_frac_seq_pct = 47.6
p_comb_share_pct = 6.4
power.density_nw_per_um2 = 980
total_power_mw = 1.06
p_sw_share_pct = 18.2
cellLeakagePower_nw = 0.548
p_sw_uw = 194
ir_drop_mv = 0.628
clockPowerShare_pct = 46.0
p_int_uw = 869

[outcome]
status = "completed"

[route]
vias = 605
dr.pass1.iters = 4
routed_via_density = 4.35
totalWireLength_mm = 1.80
drtAntennaViolNets = 0
drc = 0
first_iter_violations = 58
diodes = 0
wire_per_inst_um = 12.9

[hold_path]
hp-class = "input pin to asynchronous set/reset pin"

[die]
die_x_um = 88
num_rows = 24
dieArea_um2 = 7740
die_y_um = 88
fp.coreArea_um2 = 4410
io_pins = 10
initCoreUtil_pct = 18.9

[global_routing]
grt_pass1_wl_mm = 3.11
grt_use_total_pct = 4.98
antenna_found_initial = 0
grt_start_max_net_pins = 21
gr-total-overflow = 0
grt_pass1_vias = 652
==> state kept, by name, indices dropped and copies added (netlist names) <==
| signal | flops |
|---|---|
| PriorityLogic_instance2.Out | 4 |
| RingCounter_instance.Count_out | 4 |
| PriorityLogic_instance1.Out | 4 |
| PriorityLogic_instance0.Out | 4 |
| PriorityLogic_instance3.Out | 4 |
==> cell families (layout without fill, tap and decap cells) <==
family,after synthesis,after routing,share of synthesized area (%)
buf+inv,8,28,6.31
compound gates,14,14,12.6
simple gates,25,25,20.9
flops,20,20,60.2
==> path summary, 6_finish.rpt <==
check	end	cells after the start	slack [ns]	start
min in group clk0	RingCounter_instance.Count_out[2]	0	0.41	RingCounter_instance.Count_out[3]
max reg2reg	PriorityLogic_instance0.Out[3]	2	0.59	RingCounter_instance.Count_out[3]
max	Grant[3]	2	0.008	PriorityLogic_instance3.Out[0]
min reg2reg	RingCounter_instance.Count_out[2]	0	0.41	RingCounter_instance.Count_out[3]
max in group asynchronous	RingCounter_instance.Count_out[3]	2	0.93	rst_n
min	PriorityLogic_instance2.Out[1]	2	0.39	rst_n
==> cells in the final DEF, fill, tap and decap left out, types with 2 or more instances in the layout <==
master and instances:
o211a_1 4, dfrtp_1 19, a21oi_1 2, a211oi_1 2, nor2b_1 2, clkdlybuf4s50_1 5
nand2b_1 3, o21ai_0 2, nor4b_1 4, o21a_1 4, inv_1 4, buf_4 11
clkbuf_8 3, or4_1 4, nor2_1 3, buf_2 4, nor3b_1 2, or3b_1 2
nor4_1 4
==> routing by layer <==
layer / GRT usage, % / share of wire [%] / wire length [µm]
met5: 0 / 0 / 0
met4: 0.725 / 0.50 / 9
met3: 2.15 / 8.2 / 148
met2: 6.28 / 38 / 690
met1: 7.73 / 53 / 950
==> layout make-up <==
cell class                      count  area [µm²]
Inverter                            4        15.0
Clock buffer                        3        41.3
Sequential cell                    20         502
Multi-Input combinational cell     39         279
Timing Repair Buffer               20         153
Tap cell                           52        65.1
Clock inverter                      1        30.0
Fill cell                         442        3330
==> worst max-delay path: stages (launching register included) <==
cell and delay [ns]:
dfrtp_1 0.37, or4_1 0.53, buf_2 0.13
==> power by group through the flow <==
stage / Combinational [mW] / Sequential (mW) / Clock (mW)
5_1_grt: 0.0756 / 0.505 / 0.527
4_1_cts: 0.0683 / 0.505 / 0.505
6_report: 0.0680 / 0.505 / 0.489
==> repair_timing <==
action,4_1_cts,5_1_grt
setup endpoints to repair,4,4
resized,12,0
cloned,0,0
hold buffers,0,0
pin swaps,1,0
Power is estimated from default activity; no workload was simulated.
